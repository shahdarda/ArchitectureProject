### design/flow/design.v
module registerFile(
    input wire clock,
    input wire enable_write, 
    input wire [2:0] RA, RB, RW,
    input wire [15:0] BusW,
    output reg [15:0] BusA, BusB
);
    reg [15:0] registers_array [7:0];
    always @(posedge clock) begin
        BusA <= registers_array[RA];
        BusB <= registers_array[RB];
    end
    always @(posedge clock) begin
        if (enable_write && RW != 3'b000) begin
            registers_array[RW] <= BusW;
        end
    end
    initial begin
        registers_array[0] <= 16'h0000;
        registers_array[1] <= 16'h0000;
        registers_array[2] <= 16'h0000;
        registers_array[3] <= 16'h0000;
        registers_array[4] <= 16'h0000;
        registers_array[5] <= 16'h0000;
        registers_array[6] <= 16'h0000;
        registers_array[7] <= 16'h0000;
    end
endmodule
### design/flow/run.sh
#!/bin/bash
# OpenROAD 26Q1-2900-gdf79404cd8, Yosys 0.63+post, stock flow scripts
make -C /OpenROAD-flow-scripts/flow DESIGN_CONFIG=/design/flow/config.mk WORK_HOME=/design/flow/orfs finish
### design/flow/config.mk
export PLATFORM = sky130hd
export DESIGN_NAME = registerFile
export DESIGN_NICKNAME = registerFile
export VERILOG_FILES = /design/flow/design.v
export SDC_FILE = /design/flow/constraint.sdc
export NUM_CORES = 4
export LEC_CHECK = 1
export CORE_UTILIZATION = 40
### design/flow/constraint.sdc
current_design registerFile

set clk_period 3.2
set clk_io_pct 0.2

create_clock -name clk0 -period $clk_period [get_ports {clock}]

set non_clock_inputs [all_inputs -no_clocks]
set_input_delay [expr $clk_period * $clk_io_pct] -clock clk0 $non_clock_inputs
set_output_delay [expr $clk_period * $clk_io_pct] -clock clk0 [all_outputs]
==> flow_metrics.tcl <==
# place-and-route summary
set metrics [dict create \
    status "complete, no violations" \
    crit_fanout 19 \
    rsz0062_at_grt "no" \
    insertion_delay_ps 410 \
    post_dp_cell_area_um2 7590 \
    startpoint "RB[0]" \
    synth_cell_types 13 \
    tool_warnings 25 \
    leakagePower_nw 2.88 \
    worst-setup-path-type "in -> reg" \
    ys.flops 160 \
    crit_path_end_kind "register" \
    hold_viol 0 \
    ys_top_cells_by_area "edfxtp_1 (58%), mux4_1 (22%), dfxtp_1 (9.6%), mux2_2 (5.4%), mux4_2 (2.7%)" \
    viasPerCell 5.23 \
    dieArea_um2 17200 \
    hold_start "registers_array[0][2]" \
    cp.required_ps 3500 \
    arrival_ps 2190 \
    slew_violations 0 \
    root_buffer "clkbuf_16" \
    fin_skew_ps 5.33 \
    detail-route-antenna-nets 0 \
    wl_per_cell_um 20.1 \
    tns_ps 0 \
    dp_hpwl_um 7180 \
    htree_levels 4 \
    clockBufferDepth 2 \
    yosys.stat.chipArea_um2 6680 \
    grt_max_degree 33 \
    hp-class "reg -> reg" \
    cts_tree "built" \
    grt_overflow_total 0 \
    yosysWarnings 1 \
    numPortBuffers 58 \
    grt_pass1_wl_um 18700 \
    top_area_cell "edfxtp_1" \
    wl_um 12100 \
    pin_count 59 \
    die_x_um 131 \
    peakVddDrop_mv 0.475 \
    synthesis.area_um2 6680 \
    cts_resized 0 \
    firstDrtPassIters 4 \
    fp.dieH_um 131 \
    instances_no_fill 605 \
    drtIter0Drc 166 \
    syn_inst 287 \
    setup_viol 0 \
    total_power_mw 4.71 \
    cts_buffers 17 \
    p_per_area_nw_per_um2 577 \
    vias 3164 \
    initial_core_util_pct 41.5 \
    diodes 0 \
    place_ws_ps 860 \
    fmax_mhz 528 \
    setup_ws_ps 1310 \
    drive_above_1_share_pct 21.6 \
    dp.cells 573 \
    clkTransAtPathRegs_ps 60 \
    core_area_um2 16100 \
    groute.usage.overall_pct 16.2 \
    r2r_start "registers_array[3][14]" \
    holdBufCountCts 0 \
    min_period_over_period_pct 59.2 \
    gp_congestion 0.746 \
    final_cell_mix "edfxtp_1 (128), mux4_1 (56), clkdlybuf4s50_1 (56), dfxtp_1 (32), mux2_2 (32)" \
    area.growth.synth_to_final_pct 22.1 \
    postCtsSetupBuffers 0 \
    drv_cap 0 \
    antenna_found_initial 0 \
    cts.sinks 160 \
    ys_seq_share_pct 67.1 \
    drc 0 \
    fin_crit_ps 1890 \
    synth_top_area_share_pct 57.5 \
    start_kind "primary input" \
    rows 46 \
    layout_top_cell "edfxtp_1" \
    ys_cells 287 \
    synth_area_per_cell_um2 23.3 \
    grt_pass1_vias 3449 \
    design_area_um2 8160 \
]
[registers in the layout, summed over array words and instances (netlist names)]
| register | flops |
|---|---|
| registers_array | 128 |
| BusA | 16 |
| BusB | 16 |
[synthesized netlist by cell type]
cell type / count
nor2_1: 6
mux4_2: 8
conb_1: 1
dfxtp_1: 32
clkbuf_2: 2
nor3_1: 1
mux4_1: 56
edfxtp_1: 128
mux2_2: 32
nand2b_1: 3
buf_1: 8
nand2_1: 2
buf_6: 8
[layer usage]
| layer | up-vias | track usage (%) | share of wire, % |
|---|---|---|---|
| met2 | 154 | 25.5 | 50 |
| met1 | 1570 | 21.7 | 37 |
| met4 | 0 | 1.49 | 0.90 |
| li1 | 1430 | - | - |
| met5 | - | 0 | 0 |
| met3 | 10 | 9.36 | 11 |
[layout make-up]
type | count | area, um^2
clock inverter | 7 | 83.8
tap | 216 | 270
timing repair buffer | 73 | 708
multi-input combinational | 124 | 2130
fill | 1272 | 7950
sequential | 160 | 4480
clock buffer | 25 | 485
[through the flow]
stage | hold slack [ps] | utilization (%)
floorplan | 659 | -
global placement | 669 | 47.1
detailed placement | 681 | 47.1
CTS | 693 | 50.7
global route | 715 | 50.7
finish | 692 | 50.7
[kinds of logic after synthesis]
family / Yosys count / share of synthesized area, %
buffers and inverters: 18 / 1.95
other: 1 / 0.0561
AND/OR/NAND/NOR: 12 / 0.805
flip-flops: 160 / 67.1
multiplexers: 96 / 30.1
[report_power, final]
part | switching, mW | internal, mW
sequential | 0.0366 | 2.36
clock | 0.722 | 1.20
combinational | 0.134 | 0.250
total | 0.893 | 3.81
[worst max-delay path, stage by stage]
cell,delay (ps)
buf_2,400
buf_12,250
mux4_1,600
mux2_2,280
[path summary, 6_finish.rpt]
check,end,slack (ps),cells after the start
worst min register to register,BusB[2],690,2
worst max register to register,BusB[14],1880,2
worst min-delay path,BusB[2],690,2
worst max-delay path,BusB[7],1310,4
