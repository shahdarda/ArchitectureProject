**design/flow/run.sh**
```bash
#!/bin/bash
# OpenROAD 26Q1-2900-gdf79404cd8, Yosys 0.63+post, stock flow scripts
make -C /OpenROAD-flow-scripts/flow DESIGN_CONFIG=/design/flow/config.mk WORK_HOME=/design/flow/orfs finish
```
**design/flow/constraint.sdc**
```tcl
current_design mem

set clk_period 96.7
set clk_io_pct 0.2

create_clock -name clk0 -period $clk_period [get_ports {clk}]

set non_clock_inputs [all_inputs -no_clocks]
set_input_delay [expr $clk_period * $clk_io_pct] -clock clk0 $non_clock_inputs
set_output_delay [expr $clk_period * $clk_io_pct] -clock clk0 [all_outputs]
```
**design/flow/design.v**
```verilog
module mem(
    input clk, 
    input memRd, memWr,
    input [15:0] address, 
    input [15:0] data_in, 
	input EN,
    output reg [15:0] rd
);
    reg [7:0] RAM[255:0];
    initial begin
        RAM[0] <= 8'h20;
        RAM[1] <= 8'h02;
        RAM[2] <= 8'h00;
        RAM[3] <= 8'h05;
        RAM[4] <= 8'h20;
        RAM[5] <= 8'h03;
        RAM[6] <= 8'h00;
        RAM[7] <= 8'h0c;
        RAM[8] <= 8'h20;
        RAM[9] <= 8'h67;
        RAM[10] <= 8'hff;
        RAM[11] <= 8'hf7;
        RAM[12] <= 8'h00;
        RAM[13] <= 8'he2;
        RAM[14] <= 8'h20;
        RAM[15] <= 8'h25;
        RAM[16] <= 8'h00;
        RAM[17] <= 8'h64;
        RAM[18] <= 8'h28;
        RAM[19] <= 8'h24;
        RAM[20] <= 8'h00;
        RAM[21] <= 8'ha4;
        RAM[22] <= 8'h28;
        RAM[23] <= 8'h20;
        RAM[24] <= 8'h10;
        RAM[25] <= 8'ha7;
        RAM[26] <= 8'h00;
        RAM[27] <= 8'h0a;
        RAM[28] <= 8'h00;
        RAM[29] <= 8'h64;
        RAM[30] <= 8'h20;
    end
    always @(posedge clk) begin	 
		if (EN) begin
        if (memWr) begin
            RAM[address] <= data_in[7:0];
            RAM[address + 1] <= data_in[15:8];
        end
    end	 
	end
    always @(posedge clk) begin	 
		if (EN) begin
        if (memRd) begin
            rd <= {RAM[address + 1], RAM[address]};
        end
    end
	end
endmodule
```
**design/flow/config.mk**
```make
export PLATFORM = sky130hd
export DESIGN_NAME = mem
export DESIGN_NICKNAME = mem
export VERILOG_FILES = /design/flow/design.v
export SDC_FILE = /design/flow/constraint.sdc
export NUM_CORES = 4
export LEC_CHECK = 1
export CORE_UTILIZATION = 30
```
==> impl_metrics.yaml <==
# physical design summary
status:
  status: "finished, final reports clean"
job:
  drv_cap: 0
  warning_count: 49
yosys:
  synth-async-reset-ratio: 0
  yosys_warnings: 1
  yosys-stat-area_um2: 123000
  syn_area_per_cell_um2: 16.5
  synthDistinctLibCells: 67
  yosysCellCount: 7478
  synth_flops: 2064
  synth-edff-count: 2064
  yosysTopAreaCell: "edfxtp_1"
  top_area_frac: 0.503
  syn_area_um2: 123000
  synthTopCellsByArea: "edfxtp_1, mux4_2, mux2_2"
  synth-main-ff-cell: "edfxtp_1"
  synth_seq_share: 0.503
  syn_inst: 7478
place:
  pre_cts_ws_ns: 70.67
  dp_hpwl_um: 301000
  gp_congestion: 0.991
  portBuffers: 43
power_and_ir_drop:
  power.leakage_nw: 43.3
  power_density_nw_per_um2: 15.7
  net-switching-power_mw: 0.555
  ir_drop_mv: 0.0165
  power_frac_seq: 0.456
  switching_share: 0.256
  p_comb_frac: 0.135
  p_int_mw: 1.61
  clkPwrFrac: 0.409
final_timing:
  fin_worst_skew_ns: 0.0920
  finalCritPeriodShare: 0.262
  fin_crit_ns: 25.37
  fmax_mhz: 39.4
  tns_ns: 0
  drv_slew: 0
  setup_viol: 0
  slew_headroom: 0.0519
  rsz0062_at_grt: "false"
  tightest_slew_ns: 1.42
  finalHoldViolations: 0
  worst_slack_ns: 71.33
die:
  coreArea_um2: 407000
  die_y_um: 643
  io_pins: 52
  num_rows: 234
  die_w_um: 643
  die_area_um2: 413000
  initial_utilization: 0.302
clock_network:
  path_clk_slew_ns: 0.07
  cts_root_buf: "clkbuf_16"
  cts.repair.resized: 0
  hold_buffers: 0
  clock_latency_ns: 0.94
  cts_tree: "built"
  post_cts_buffers: 0
  cts_buffers: 232
  clock_sinks: 2064
  cts_max_level: 4
  clk_path_buf_depth: 4
worst_setup_path:
  worstSetupPathType: "input port to flip-flop"
  crit_arrival_ns: 25.99
  crit_required_ns: 97.31
  worst_setup_path_end_kind: "flip-flop"
  path_max_fanout: 31
  start_kind: "input port"
cells_and_area:
  area_growth_pct: 12.4
  layout_top_cell: "edfxtp_1"
  logic_area_um2: 57600
  seq_area_um2: 62000
  lay_top_cells: "edfxtp_1, mux2_2, mux4_2"
  layout-drive-gt1-share: 0.559
  fillers: 37900
global_route:
  grt_max_degree: 111
  grt_overflow_total: 0
  antenna_found_initial: 45
  grt_pass1_wl_um: 639000
  grt_pass1_vias: 82000
  grtUsageTotal: 0.233
route:
  viasPerCell: 5.92
  drtPass1Iterations: 6
  vias: 77300
  ant_nets: 0
  wirelength_um: 458000
  drcViolationCount: 0
  drt-wirelength-per-cell_um: 35.0
  drtIter0Drc: 5976
min_path:
  hp-class: "flip-flop to flip-flop"
[critical path: stages]
cell      delay [ns]
buf_8           0.31
buf_4           0.70
buf_4           0.60
buf_4           0.58
buf_4           0.57
buf_4           0.58
mux4_2          0.58
mux4_2          0.60
a32oi_1         0.50
nand3_1         0.32
a211oi_1        0.93
o211ai_1        0.21
[registers in the layout, summed over array words and instances, names as in the netlist]
register,flops
rd,16
RAM,2048
[cells by family (layout without fill, tap and decap cells)]
group	Yosys count	after routing	share of synthesized area
muxes	3311	3311	0.413
DFF	2064	2064	0.503
buffers and inverters	876	965	0.0309
and+or+nand+nor	745	745	0.0275
AOI/OAI and AO/OA	468	468	0.0240
xor gates and xnor gates	9	9	0.000640
adders and majority gates	5	5	0.000508
other	0	66	0
[metrics by stage]
stage	total power, mW	cells	util	cell area [um2]	hold WS (ns)
3_5_place_dp	1.29	12600	0.321	131000	1.15
4_1_cts	2.17	13000	0.339	138000	1.15
5_1_grt	2.22	13000	0.340	138000	1.27
2_1_floorplan	1.18	7478	-	123000	0.881
3_3_place_gp	1.29	12600	0.321	131000	1.18
6_report	2.17	13100	0.340	138000	1.16
[power groups by stage]
stage	Sequential [mW]	Combinational (mW)	Clock, mW
4_1_cts	0.990	0.285	0.898
6_report	0.990	0.292	0.888
5_1_grt	0.989	0.301	0.929
[layer usage]
metal | track usage | vias up | share of wire
met3 | 0.172 | 1053 | 0.17
li1 | - | 30800 | -
met2 | 0.331 | 5308 | 0.44
met5 | 0.0354 | - | 0.0030
met1 | 0.254 | 40100 | 0.32
met4 | 0.117 | 46 | 0.063
[worst paths after layout]
check,startpoint,to,slack [ns],cells past startpoint
max,address[1],rd[0],71.33,12
min,RAM[253][3],rd[11],1.16,5
max reg2reg,RAM[59][2],rd[2],92.67,6
min reg2reg,RAM[253][3],rd[11],1.16,5
[area by class of cell]
| cell class | count | area share |
|---|---|---|
| clock buffers | 282 | 0.0438 |
| flip-flops and latches | 2064 | 0.448 |
| clock inverters | 135 | 0.00976 |
| inverters | 3 | 0.0000814 |
| diodes | 66 | 0.00119 |
| repair buffers | 545 | 0.0320 |
| well taps | 5428 | 0.0491 |
| multi-input cells | 4538 | 0.416 |
[Yosys cell counts, types with 4 or more instances]
master / instances
buf_2: 235
ha_1: 5
buf_6: 6
and2_1: 8
mux4_2: 1201
edfxtp_1: 2064
a32oi_1: 8
nand4_1: 26
or2_2: 4
a22oi_1: 60
xnor2_1: 6
mux4_1: 7
o32ai_1: 4
and3_1: 17
buf_1: 38
a21o_1: 11
nand2b_1: 5
mux2i_1: 53
clkbuf_1: 551
a211oi_1: 11
buf_4: 42
o22ai_1: 79
nor3_1: 14
nand2_1: 411
o2111ai_1: 8
nor2_1: 68
a22o_1: 14
mux2_2: 2050
a21oi_1: 33
o21ai_0: 176
o211ai_1: 7
nor2b_1: 19
a221oi_1: 10
nor3b_1: 4
nor2_2: 76
nand3_1: 73
a31oi_1: 19
a2111oi_0: 6
Power figures rest on the tool's default switching activity, not on a simulated workload.
