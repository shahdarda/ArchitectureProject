==> config.mk <==
export PLATFORM = sky130hd
export DESIGN_NAME = controlUnit
export DESIGN_NICKNAME = controlUnit
export VERILOG_FILES = /design/flow/design.v
export SDC_FILE = /design/flow/constraint.sdc
export NUM_CORES = 4
export LEC_CHECK = 1
export CORE_UTILIZATION = 30
==> constraint.sdc <==
current_design controlUnit

set clk_period 2.8
set clk_io_pct 0.2

create_clock -name clk0 -period $clk_period [get_ports {clock}]

set non_clock_inputs [all_inputs -no_clocks]
set_input_delay [expr $clk_period * $clk_io_pct] -clock clk0 $non_clock_inputs
set_output_delay [expr $clk_period * $clk_io_pct] -clock clk0 [all_outputs]
==> design.v <==
parameter  
    AND = 4'b0000,
    ADD = 4'b0001,
    SUB = 4'b0010,
    ADDI = 4'b0011,
    ANDI = 4'b0100,
    LW = 4'b0101,
	LB = 4'b0110,
	u =	1'b0,
	s = 1'b1,
    SW = 4'b0111,
    BGT = 5'b1000,
    BLT = 5'b1001,
    BEQ = 5'b1010,
    BNE = 5'b1011,
	Z=1'b1,
    JMP = 4'b1100,
    CALL = 4'b1101,
    RET = 4'b1110,
    Sv = 4'b1111,
    PCD = 2'b00,   
    PCB = 2'b01,   
    PCJ = 2'b10,   
    PCR = 2'b11,   
    RS1RT = 2'b00,
    RSIT = 2'b01,
    RSST = 2'b10,
    CR7 = 2'b11,
    RS2RT = 2'b00,
    RDIT = 2'b01,
    RZERO = 2'b10,
    RDRT = 2'b00,
    RIT = 2'b01,
    RETR7 = 2'b10,
    WE = 1'b1,  
    WD = 1'b0,  
    RSRC = 1'b0,
    IMMSRC = 1'b1,
    ANDOP = 2'b00,
    ADDOP = 2'b01,
    SUBOP = 2'b10,
    SUBINVOP = 2'b11,
    RADDRESS = 1'b0,
    ALUADDRESS = 1'b1,
    RBDATA = 1'b1,
    IMMDATA = 1'b0,
    en_ext = 1'b1,
    dis_ext = 1'b0,
    sext = 1'b1,
    uext = 1'b0,  
    disabledMemo = 2'b00,
    readmemo = 2'b01,
    writeMemo = 2'b10,
    ALUR = 2'b00,
    DATAR = 2'b01,
    SIMM = 1'b0,
    IIMM = 1'b1,
    signedext = 1'b1,
    unsignedext = 1'b0,
    R0 = 3'd0,  
    R1 = 3'd1, 
    R2 = 3'd2, 
    R3 = 3'd3, 
    R4 = 3'd4, 
    R6 = 3'd6, 
    R7 = 3'd7;
module controlUnit (
    input wire clock,
    input wire [3:0] OPCODE,
    input wire modeBit,
    input wire zeroFlag,
    input wire negativeFlag,
    input wire overflowFlag,
    output reg enIF,   
    output reg enID,   
    output reg enEXE,   
    output reg enMem,   
    output reg enWRB,   
    output reg [1:0] PCSrc,
    output reg [1:0] RASrc,
    output reg [1:0] RBSrc,
    output reg [1:0] RDSrc,
    output reg RegWR,
    output reg ALUSrc,
    output reg [1:0] ALUOp,
    output reg addressMemo,
    output reg dataMemo,
    output reg [1:0] memoRW,
    output reg extEn,
    output reg SUExt,
    output reg [1:0] WBdata,
    output reg extOP,
    output reg extSU
);
    reg [2:0] currentStage = 3'b101;
    reg [2:0] nextStage = 3'b000;
    always @(posedge clock) begin
        currentStage <= nextStage;
    end
    always @(posedge clock) begin
        case (currentStage)
            3'b101: begin
                enIF = 1'b0;
                nextStage <= 3'b000;
            end
            3'b000: begin
                enID = 1'b0;
                enEXE = 1'b0;
                enMem = 1'b0;
                enWRB = 1'b0;
                memoRW = 2'b00; 
                RegWR = 1'b0;
                enIF = 1'b1;
                PCSrc[1] = (OPCODE == JMP) || (OPCODE == CALL) || (OPCODE == RET);
                PCSrc[0] = ((OPCODE == BGT) && ~(zeroFlag) && ~(overflowFlag) && ~(negativeFlag)) || 
                           ((OPCODE == BLT) && ~(zeroFlag) && ~(overflowFlag) && (negativeFlag)) || 
                           ((OPCODE == BEQ) && (zeroFlag) && ~(overflowFlag) && ~(negativeFlag)) || 
                           ((OPCODE == BNE) && ~(zeroFlag) && ~(overflowFlag)) || 
                           (OPCODE == RET);
                nextStage <= 3'b001;
            end	
		   3'b001: begin
			enIF = 1'b0;   
			enID = 1'b1;	 
			if (OPCODE == JMP || OPCODE == RET) begin
					nextStage <= 3'b000;
			end	
			else if (OPCODE == CALL)begin 
				nextStage <= 3'b100;
			end	
			else if (OPCODE == Sv)begin 
				nextStage <= 3'b011;
			end
			else begin
					nextStage <= 3'b010;
			end		
			RASrc[1] = (OPCODE == RET) || (OPCODE == Sv);
			RASrc[0] = ~((OPCODE == AND)|| (OPCODE == ADD)||(OPCODE == SUB)||(OPCODE == Sv)); 
			RBSrc[1] = ((OPCODE == BGT) && (modeBit == 1)) || ((OPCODE == BLT) && (modeBit == 1)) || ((OPCODE == BEQ) && (modeBit == 1)) || ((OPCODE == BNE) && (modeBit == 1));
			RBSrc[0] = (OPCODE == SW) ||((OPCODE == BGT) && (modeBit == 0)) || ((OPCODE == BLT) && (modeBit == 0)) || ((OPCODE == BEQ) && (modeBit == 0)) || ((OPCODE == BNE) && (modeBit == 0));  
			 RDSrc[1] = (OPCODE == CALL);
			 RDSrc[0] = ~ ((OPCODE == ADD)|| (OPCODE == AND) ||(OPCODE == SUB) || (OPCODE == CALL));
			 RegWR = (OPCODE == AND) ||	(OPCODE == ADD) || (OPCODE == SUB) || (OPCODE == ADDI) ||(OPCODE == ANDI) || (OPCODE == LW) || (OPCODE == LB) || (OPCODE == CALL);
			 extOP = ~(OPCODE == Sv);
			 extSU = ~(OPCODE == ANDI);
			end	 
			3'b010 : begin 
			 enID = 1'b0;
			 enEXE = 1'b1;	
			 if(OPCODE == LW || OPCODE == LB || OPCODE == SW ) begin
				 nextStage <= 3'b011;
			 end 
			 if(OPCODE == BGT || OPCODE == BLT || OPCODE == BEQ || OPCODE == BNE ) begin
				 nextStage <= 3'b000;
			end
			else begin
				nextStage <= 3'b100; 
			end
			ALUSrc = (OPCODE == ADDI)||(OPCODE == ANDI)|| (OPCODE == LW) || (OPCODE == LB)||(OPCODE == SW);
			ALUOp[1] = ~((OPCODE == AND) ||(OPCODE == ADD) ||(OPCODE == ADDI)||(OPCODE == ANDI)|| (OPCODE == LW) || (OPCODE == LB)||(OPCODE == SW));
			ALUOp[0] = ~((OPCODE == AND) ||(OPCODE == SUB) ||(OPCODE == ANDI));	
			end	
			3'b011 : begin 
				enEXE = 1'b0; 
				enID = 1'b0;
				enMem = 1'b1;
				if(OPCODE == SW || OPCODE == Sv )begin
					nextStage <= 3'b000;
				end
				else begin
					nextStage <= 3'b100;
				end
			addressMemo =  ~(OPCODE == Sv);
			dataMemo = OPCODE == SW;
			memoRW[1] = (OPCODE == LW )||(OPCODE == LB);
			memoRW[0] = (OPCODE == SW )||(OPCODE == Sv);
			extEn = ~(OPCODE == LW);
			SUExt = modeBit;
			end	  
			3'b100: begin 
				enEXE = 1'b0; 
				enID = 1'b0;
				enMem = 1'b0;	
				enWRB = 1'b1;
				nextStage <= 3'b000;
				   WBdata[1] = (OPCODE == CALL);   
				   WBdata[0] = (OPCODE == LW ) || (OPCODE == LB);
				end
				endcase
				end
				endmodule
==> run.sh <==
#!/bin/bash
# OpenROAD 26Q1-2900-gdf79404cd8, Yosys 0.63+post, stock flow scripts
make -C /OpenROAD-flow-scripts/flow DESIGN_CONFIG=/design/flow/config.mk WORK_HOME=/design/flow/orfs finish
==> flow_summary.json <==
{
  "post_drt_wl_per_cell_um": 12.2,
  "final.min_clock_period_ns": 2.00,
  "crit_type": "in -> reg",
  "fmax_mhz": 500,
  "via_count": 899,
  "insertion_delay_ns": 0.28,
  "synthDominantCellAreaShare_pct": 66.0,
  "status": "completed",
  "fp_util_pct": 31.4,
  "cts_root_buf": "clkbuf_8",
  "fill_cells": 401,
  "hold_viol": 0,
  "crit_required_ns": 2.96,
  "clock_path_buffers": 2,
  "final.setup.tns_ns": 0,
  "yosys.area.top_type": "edfxtp_1",
  "grt_use_met1_pct": 17.5,
  "critPathLaunchType": "input pin",
  "tritoncts": "built",
  "htreeDepth": 2,
  "setup_viol": 0,
  "grt_pass1_wl_um": 4000,
  "clkSinkCount": 33,
  "cp_max_fo": 16,
  "grtUsageMet2_pct": 16.5,
  "groute.layer.met3.usage_pct": 3.10,
  "rsz0062_at_grt": "no",
  "slew_violations": 0,
  "cap_violations": 0,
  "io_buffers": 35,
  "grt_max_degree": 17,
  "wl_um": 2390,
  "grt_pass1_vias": 849,
  "synth-async-reset-ratio_pct": 0,
  "dieWidth_um": 69.5,
  "r2r_slack_ns": 1.45,
  "synthCells": 109,
  "ys_warn_count": 1,
  "drt_first_iter_violations": 33,
  "viasPerCell": 4.59,
  "ys_chip_area_mm2": 0.00137,
  "ys_top_cells_by_area": "edfxtp_1 (66%), dfxtp_1 (4.4%), nand2_1 (3.3%)",
  "synth-edff-count": 30,
  "clk_pin_slew_ns": 0.07,
  "leakagePower_nw": 0.673,
  "die_h_um": 69.5,
  "endpoint_kind": "register",
  "ys_ff": 33,
  "min_period_over_period_pct": 71.4,
  "drtPass1Iterations": 3,
  "diodes": 0,
  "crit_arrival_ns": 2.16,
  "antenna_found_initial": 0,
  "p_per_area_mw_per_mm2": 861,
  "hold_path.class": "reg -> reg",
  "busiest_layer": "met1",
  "hold_buffers": 0,
  "ant_nets": 0,
  "chipArea_mm2": 0.00482,
  "slew_headroom_pct": 68.8,
  "coreArea_mm2": 0.00435,
  "ctsResizeCount": 0,
  "dp_hpwl_um": 1730,
  "holdWs_ns": 0.341,
  "warnings": 25,
  "postCtsSetupBuffers": 0,
  "grt_overflow": 0,
  "post-synth-top-count-cell": "edfxtp_1",
  "synth_seq_share_pct": 70.4,
  "avgSynthCellArea_um2": 12.5,
  "ios": 36,
  "worstMarginPinSlew_ns": 0.467,
  "drive_gt1_share_pct": 8.33,
  "fin_skew_ns": 0.00202,
  "syn_area_mm2": 0.00137,
  "areaGrowthSynthToFinish_pct": 34.2,
  "synthTopCellsByCount": "edfxtp_1 (30), nand2_1 (12), nor2_1 (11)",
  "numCtsBuffers": 5,
  "yosysCellCount": 109,
  "place_congestion": 0.787,
  "irDropWorstVdd_mv": 0.370,
  "ys_types": 29,
  "drc_errors": 0,
  "track_usage_pct": 11.1,
  "rows": 24,
  "ff_type": "edfxtp_1",
  "fin_util_pct": 42.1
}
layout by cell type, fill, tap and decap left out:
| cell type | n |
|---|---|
| clkbuf_8 | 5 |
| inv_1 | 6 |
| clkdlybuf4s50_1 | 35 |
| a211o_1 | 3 |
| nor2_1 | 11 |
| a221oi_1 | 1 |
| clkinvlp_4 | 1 |
| o31a_1 | 1 |
| or2_2 | 2 |
| clkinv_2 | 2 |
| a211oi_1 | 1 |
| a21oi_1 | 4 |
| or3_1 | 2 |
| a21boi_0 | 1 |
| nand3b_1 | 1 |
| o21ai_0 | 3 |
| nor2b_1 | 1 |
| nor3_1 | 2 |
| and2_1 | 3 |
| nor3b_1 | 1 |
| o22ai_1 | 1 |
| nand4_1 | 1 |
| o21bai_1 | 1 |
| a2111oi_2 | 1 |
| a22o_1 | 1 |
| edfxtp_1 | 30 |
| and3_1 | 2 |
| nand2_1 | 12 |
| dfxtp_1 | 3 |
| nand2b_1 | 5 |
| inv_2 | 1 |
flip-flops by register name (all words and copies together), names as in the netlist, 2 cells and up:
signal,cells
ALUOp,2
RBSrc,2
RASrc,2
memoRW,2
PCSrc,2
RDSrc,2
currentStage,3
WBdata,2
nextStage,3
power by group:
part	switching (mW)	internal, mW
Combinational	0.151	0.250
Sequential	0.0826	0.755
Clock	0.168	0.171
Total	0.401	1.18
per-layer routing:
layer / vias to the layer above / part of all wire, %
met1: 413 / 47
li1: 453 / -
met4: 0 / 1.8
met2: 29 / 45
met3: 4 / 6.5
met5: - / 0
through the flow:
stage,cells,setup WS (ns),cell area [um2],total power [mW]
after global placement,188,0.566,1750,1.25
final,196,0.800,1830,1.58
after CTS,196,0.800,1830,1.60
after global routing,196,0.675,1830,1.68
after floorplan,109,1.27,1370,0.984
after detailed placement,188,0.511,1750,1.26
final timing paths:
| path | startpoint | endpoint | cells after the start |
|---|---|---|---|
| worst max-delay path | OPCODE[0] | PCSrc[0] | 4 |
| worst min-delay path | nextStage[2] | currentStage[2] | 0 |
| worst max register to register | currentStage[1] | ALUSrc | 1 |
| worst min register to register | nextStage[2] | currentStage[2] | 0 |
cells by family after synthesis:
family	synth area share, %
buf+inv	4.49
compound gates	9.63
flops	70.4
simple gates	15.5
cell type report:
class                   instances  area (um2)  area share (%)
clock buffers                   5        68.8            3.76
clock inverters                 3        17.5           0.956
inverters                       7        26.3            1.43
multi-input cells              61         343            18.7
flip-flops and latches         33         961            52.5
well taps                      52        65.1            3.55
repair buffers                 35         350            19.1
critical path, cell delays in order:
cell	delay (ns)
clkdlybuf4s50_1	0.63
or3_1	0.46
a2111oi_2	0.36
a211o_1	0.14
No activity file was given, so power comes from the tool's default toggle rates.
